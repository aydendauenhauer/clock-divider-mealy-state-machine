===== flow/run.sh =====
#!/bin/bash
# OpenROAD 26Q1-2900-gdf79404cd8, Yosys 0.63+post, stock flow scripts
make -C /OpenROAD-flow-scripts/flow DESIGN_CONFIG=/design/flow/config.mk WORK_HOME=/design/flow/orfs finish

===== flow/config.mk =====
export PLATFORM = sky130hd
export DESIGN_NAME = lab9
export DESIGN_NICKNAME = lab9
export VERILOG_FILES = /design/flow/design.v
export SDC_FILE = /design/flow/constraint.sdc
export NUM_CORES = 4
export LEC_CHECK = 1
export CORE_UTILIZATION = 40

===== flow/design.v =====
module BCD_encoder_2_digit (val_in, tens_digit, ones_digit);
input [5:0] val_in;
output reg [3:0] tens_digit;
output reg [3:0] ones_digit;
always@(val_in)
begin
  if(val_in%10==0) ones_digit <= 4'b0000;
  else if(val_in%10==1) ones_digit <= 4'b0001;
  else if(val_in%10==2) ones_digit <= 4'b0010;
  else if(val_in%10==3) ones_digit <= 4'b0011;
  else if(val_in%10==4) ones_digit <= 4'b0100;
  else if(val_in%10==5) ones_digit <= 4'b0101;
  else if(val_in%10==6) ones_digit <= 4'b0110;
  else if(val_in%10==7) ones_digit <= 4'b0111;
  else if(val_in%10==8) ones_digit <= 4'b1000;
  else if(val_in%10==9) ones_digit <= 4'b1001;
  else ones_digit <= 4'b0000;
end
always@(val_in)
begin
  if(val_in<10) tens_digit <= 4'b0000;
  else if(val_in<20) tens_digit <= 4'b0001;
  else if(val_in<30) tens_digit <= 4'b0010;
  else if(val_in<40) tens_digit <= 4'b0011;
  else if(val_in<50) tens_digit <= 4'b0100;
  else if(val_in<60) tens_digit <= 4'b0101;
  else if(val_in<70) tens_digit <= 4'b0110;
  else tens_digit <= 4'b0000;
end	 
endmodule
module UpCounter_6bit(
	input Clock,
	input Reset,
	input CntEn,
	output reg [5:0] Count);
	always @(posedge Clock or posedge Reset) begin
		if(Reset == 1)
			Count <= 6'b000000;
		else begin	
			if(CntEn == 1) begin
				if(Count==6'b111111)
				   Count <= Count;
				else
					Count <= Count + 1;
			end
		end
	end
endmodule
module bin_7seg(BI_DIGIT,SEG);
    input [3:0] BI_DIGIT;
    output [6:0] SEG;
    reg [6:0] SEG;
    always @(BI_DIGIT)
        case (BI_DIGIT)
            4'h0: SEG = ~7'b0111111;
            4'h1: SEG = ~7'b0000110;
            4'h2: SEG = ~7'b1011011;
            4'h3: SEG = ~7'b1001111;
            4'h4: SEG = ~7'b1100110;
            4'h5: SEG = ~7'b1101101;
            4'h6: SEG = ~7'b1111101;
            4'h7: SEG = ~7'b0000111;
            4'h8: SEG = ~7'b1111111;
            4'h9: SEG = ~7'b1100111;
            4'ha: SEG = ~7'b1110111;
            4'hb: SEG = ~7'b1111100;
            4'hc: SEG = ~7'b1011000;
            4'hd: SEG = ~7'b1011110;
            4'he: SEG = ~7'b1111001;
            4'hf: SEG = ~7'b1110001;
        endcase
endmodule
module lab9(SW, LEDR,  CLOCK_50 ,KEY, HEX3, HEX2, HEX1 ,HEX0);
  input	CLOCK_50;			 
  input  [5:0] SW;			 
  input  [1:0] KEY;			 
  output [2:0] LEDR;			 
  output [6:0] HEX3,HEX2; 	 
  output [6:0] HEX1,HEX0;	 
  reg CLK_1Hz;					 
  wire RST;						 
  wire PR;						 
  wire cnt_en;					 
  wire [5:0] max_CNT;		 
  wire [5:0] CNT_out;		 
  wire [3:0] max_tens_digit;	 
  wire [3:0] max_ones_digit;	 
  wire [3:0] cur_tens_digit;	 
  wire [3:0] cur_ones_digit;	 
  assign RST = ~KEY[1];	 
  assign PR = ~KEY[0];	 
  integer clk_count = 0;
  parameter th = 50000000;	 
  parameter half_th = th/2;
  always@(posedge CLOCK_50 or posedge RST)
  begin
    if (RST == 1)
		begin
			clk_count = 0;
			CLK_1Hz = 0;
		end 
	 else
	   if(CLOCK_50 == 1)
			if(clk_count < half_th)
				begin
					CLK_1Hz = 1;
					clk_count = clk_count + 1;
				end
			else if(clk_count < th-1)
				begin
					CLK_1Hz = 0;
					clk_count = clk_count + 1;
				end
			else if(clk_count == th-1)
				begin
					CLK_1Hz = 0;
					clk_count = 0;
				end
  end
  assign LEDR[0] = CLK_1Hz;	 
  UpCounter_6bit	u1 (CLK_1Hz, RST, cnt_en, CNT_out);
  assign max_CNT = SW[5:0];
  lab9_fsm		u_fsm (CLK_1Hz, RST, PR, CNT_out, max_CNT, cnt_en, LEDR[2:1]);  
  BCD_encoder_2_digit	u2(max_CNT,max_tens_digit,max_ones_digit);
  bin_7seg			u3 (max_tens_digit,HEX3);
  bin_7seg			u4 (max_ones_digit,HEX2);
  BCD_encoder_2_digit	u5(CNT_out,cur_tens_digit,cur_ones_digit);
  bin_7seg			u6 (cur_tens_digit,HEX1);
  bin_7seg			u7 (cur_ones_digit,HEX0);
endmodule
module lab9_fsm (CLK, RST, PR, CNT, Max_Val, CntEn, S);
	input CLK, RST;			 
	input PR;					 
	input [5:0] CNT;			 
	input [5:0] Max_Val;		 
	output reg CntEn;			 
	output reg [1:0] S; 	 
	reg [1:0] S_star; 	 
	parameter [1:0] S_RUN=3'b00, S_PAUSED=3'b01, S_MAX=3'b10;
	always @(posedge CLK or posedge RST)
		if (RST == 1) S <= S_RUN;	 
		else S <= S_star;
	always@(S,PR, CNT, Max_Val)
	begin
	  case(S)
		 S_RUN:
			if (PR==1)
				S_star = S_PAUSED;
			else if (CNT >= Max_Val)
            S_star = S_MAX;
			else
            S_star = S_RUN;
		 S_PAUSED:
				if (PR == 1)
					S_star = S_RUN;
				else
					S_star = S_PAUSED;
		 S_MAX:
				if (CNT >= Max_Val)
					S_star = S_MAX;
				else
					S_star = S_RUN;
		 default:
				S_star = S_RUN;
	  endcase
end
always@(S, PR,CNT, Max_Val)
begin
	case(S)
		S_RUN:
			if (PR==1)
				CntEn = 1'b0;
			else if (CNT >= Max_Val)
            CntEn = 1'b0;
			else
            CntEn = 1'b1;
		S_PAUSED:
				if (PR == 1)
					CntEn = 1'b0;
				else
					CntEn = 1'b0;	 
		S_MAX:
				if (CNT >= Max_Val)
					CntEn = 1'b0;	
				else
					CntEn = 1'b1;	
		default:
			CntEn = 1'b0;
	endcase
end
endmodule

===== flow/constraint.sdc =====
current_design lab9

set clk_period 7.7
set clk_io_pct 0.2

create_clock -name clk0 -period $clk_period [get_ports {CLOCK_50}]

set non_clock_inputs [all_inputs -no_clocks]
set_input_delay [expr $clk_period * $clk_io_pct] -clock clk0 $non_clock_inputs
set_output_delay [expr $clk_period * $clk_io_pct] -clock clk0 [all_outputs]

==> results.txt <==
Worst-path clk slew: 0.07 ns
CP bufs+invs: 3
Syn_area_per_cell: 7.90 sq um
Number of unconstrained endpoints: 24
Vias: 4260
Logic area: 0.00317 sq mm
Placer Congestion: 0.906
CTS Buffer Depth: 2
Drt pass-1 iters: 5
Worst vdd ir: 0.111 mV
Flop area: 0.00103 sq mm
Cell taking the most area after synthesis: dfrtp_1
Total gr overflow: 0
Most used DFF post-synth: dfrtp_1
First-pass GRT wire length: 17700 um
I/O pins: 40
Mean number of vias per cell: 5.85
HP Class: flip-flop to flip-flop
Pleak: 2.12 nW
Data required, critical path: 6.16 ns
Synth Instances: 557
PortBufs: 39
Clk latency late pin: 0.28 ns
Switching Fraction: 29.8%
DR DRC count: 0
Gate power share: 32.8%
Critical Path AT: 5.88 ns
Fraction of layout cells with a size suffix above 1: 9.12%
Core Region: 0.0105 sq mm
Crit path max-delay cell type: clkdlybuf4s50_1
Post-Syn Area: 0.00440 sq mm
CTS tree: built
Fp util: 41.9%
Largest stage delay, worst path: 0.47 ns
Final Setup Violations: 0
Worst slack at placement: 0.0440 ns
DR WL/cell: 14.1 um
Root Driver: clkbuf_8
Setup TNS: 0 ns
Max-slew headroom: 42.6%
OpenROAD warnings: 46
# fillers: 1009
#FFs+latches synth: 41
Nature of the critical path endpoint: primary output
Net Sw Power: 0.000141 W
Post-synth EDFFs: 0
Worst setup SP type: primary input
Max Cap Viol: 0
Final hold violation count: 0
Worst path top cell family by delay: AND-OR/OR-AND gates
Vias in the first global route: 3847
Status: finished clean
Final Max Tran Viols: 0
Synth-to-layout area growth: 14.9%
Worst-path cell chain: clkdlybuf4s50_1 -> or2_1 -> ha_1 -> nor2b_2 -> a21oi_2 -> nor2_2 -> xnor2_1 -> ha_1 -> a32oi_1 -> o32a_1 -> o22ai_2 -> nand2_2 -> nor2_4 -> o21ai_0 -> ha_1 -> inv_1 -> o311a_1 -> o21ai_0 -> clkdlybuf4s50_1
Count of unclocked register or latch pins: 8
Min Clock Period, post-route: 7.42 ns
Final WL: 10200 um
CP Class: primary input to primary output
Clk pwr share: 30.4%
Most common cell on crit path: ha_1
Die height: 107 um
Top area cell types: dfrtp_1 (23%), ha_1 (10%), nand2_1 (4.4%)
Max-area cell share: 23.3%
CTS buffer count: 5
H-tree Lvls: 2
Total power: 0.000471 W
Power share of the sequential group: 36.8%
Detailed placement HPWL: 7500 um
Pin count of the biggest net entering global routing: 42
Ys Warns: 5
Slew at the pin closest to its max-slew limit: 0.856 ns
Sequential-to-total area share from yosys stat: 23.3%
Post-CTS Hold Buffers: 0
Chip area: 0.0114 sq mm
Yosys Chip Area: 0.00440 sq mm
Die W: 107 um
Initial drt markers: 257
Fin worst setup slack: 0.282 ns
Antenna violations before repair: 0
Pwr Density: 93.2 mW/mm^2
Clk_skew: 0.00399 ns
Crit-path max FO: 5
Row count: 37
Pint: 0.000330 W
# Cells Yosys: 557
Distinct lib cells used: 85
Final Util: 48.1%
F_max: 135 MHz
Post-synth ARST share: 100%
Gr usage total: 18.6%
DRT antenna net count: 0
Cycle use final: 96.3%
Ant. Diodes: 0
==> worst register-to-register path: cells and delay by family (launching register included) <==
kind            cells  cell delay [ns]
simple gates        2             1.19
compound gates      6             1.05
flops               1             0.46
==> Yosys cell counts (5+ instances only) <==
| master | number |
|---|---|
| nand2_1 | 51 |
| nor2_1 | 45 |
| dfrtp_1 | 41 |
| ha_1 | 36 |
| a21oi_1 | 32 |
| o21ai_0 | 31 |
| inv_1 | 24 |
| nand3_1 | 24 |
| nor3_1 | 20 |
| xnor2_1 | 15 |
| buf_2 | 13 |
| a211oi_1 | 12 |
| nand2b_1 | 12 |
| a21o_1 | 10 |
| and3_1 | 10 |
| and2_1 | 9 |
| nand4_1 | 9 |
| o211ai_1 | 9 |
| a221o_1 | 8 |
| nor4_1 | 8 |
| o31ai_1 | 7 |
| xor2_1 | 7 |
| clkbuf_1 | 6 |
| nor2b_1 | 6 |
| mux2i_1 | 5 |
==> state kept, by name, summed over array words and instances (netlist names) <==
register,flops
clk_count,32
u_fsm.S,2
u1.Count,6
CLK_1Hz,1
==> layout by cell type (no fill, tap or decap), drive strengths merged, types with 4 or more instances in the layout <==
| cell type | netlist | layout |
|---|---|---|
| o21ai | 33 | 33 |
| a21oi | 32 | 32 |
| inv | 26 | 26 |
| a221o | 8 | 8 |
| xnor2 | 15 | 15 |
| or3 | 4 | 4 |
| and3 | 10 | 10 |
| a211oi | 12 | 12 |
| mux2i | 5 | 5 |
| o21bai | 4 | 4 |
| a31oi | 4 | 4 |
| nand3b | 4 | 4 |
| a21o | 10 | 10 |
| nor4 | 9 | 9 |
| nor2 | 48 | 48 |
| and2 | 10 | 10 |
| nand4 | 9 | 9 |
| nand2b | 12 | 12 |
| or2 | 5 | 5 |
| buf | 19 | 14 |
| nor3 | 21 | 21 |
| nor2b | 6 | 6 |
| clkbuf | 6 | 7 |
| nand3 | 24 | 24 |
| o21a | 4 | 4 |
| xor2 | 7 | 7 |
| ha | 36 | 36 |
| clkdlybuf4s50 | 0 | 38 |
| o31ai | 9 | 9 |
| o211ai | 12 | 12 |
| dfrtp | 41 | 41 |
| nand2 | 51 | 51 |
==> final cells by class <==
| type | count | area share [%] |
|---|---|---|
| repair buffers | 52 | 9.56 |
| multi-input cells | 464 | 62.8 |
| clock buffers | 7 | 1.91 |
| flip-flops and latches | 41 | 20.3 |
| inverters | 27 | 2.01 |
| clock inverters | 1 | 0.0991 |
| well taps | 136 | 3.37 |
==> repair_timing <==
action | in CTS | in global routing
resized | 0 | 7
buffers inserted | 0 | 2
endpoints found under the setup margin | 0 | 5
==> cell families (layout without fill, tap and decap cells) <==
| kind of cell | Yosys count | count (layout) | synth area share, % |
|---|---|---|---|
| simple gates | 225 | 225 | 26.4 |
| xor+xnor | 22 | 22 | 4.38 |
| flops | 41 | 41 | 23.3 |
| mux | 5 | 5 | 1.14 |
| fa+ha+maj | 37 | 37 | 10.5 |
| buf+inv | 52 | 87 | 5.15 |
| compound gates | 175 | 175 | 29.2 |
==> metrics by stage <==
step                      cell area [sq um]  instances  hold slack [ns]
after floorplan                        4400        557            0.456
after global placement                 4910        718            0.481
after detailed placement               4910        718            0.492
after CTS                              5010        726            0.502
after global routing                   5050        728            0.522
final                                  5050        728            0.502
==> final timing paths <==
kind                                           start                   endpoint  cells past startpoint  slack (ns)
max in group asynchronous                     KEY[1]   clk_count[2]$_DFFE_PN0P_                      2        6.03
min in group asynchronous                     KEY[1]   clk_count[7]$_DFFE_PN0P_                      2        1.30
max                                            SW[4]                    HEX2[3]                     19        0.28
min                        clk_count[27]$_DFFE_PN0P_  clk_count[27]$_DFFE_PN0P_                      1        0.50
min reg2reg                clk_count[27]$_DFFE_PN0P_  clk_count[27]$_DFFE_PN0P_                      1        0.50
max reg2reg                clk_count[10]$_DFFE_PN0P_  clk_count[17]$_DFFE_PN0P_                      8        4.89
==> metal layers <==
metal / up-vias / GRT usage [%] / share of wire [%]
li1: 2155 / - / -
met2: 97 / 30.8 / 46
met5: - / 0 / 0
met1: 1997 / 28.3 / 49
met3: 11 / 1.43 / 4.2
met4: 0 / 1.17 / 0.73
==> power groups by stage <==
stage                 clock [W]  sequential (W)  combinational (W)
after CTS              0.000147        0.000173           0.000148
after global routing   0.000152        0.000173           0.000174
final                  0.000143        0.000173           0.000155
Power figures rest on the tool's default switching activity, not on a simulated workload.
